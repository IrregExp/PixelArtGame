==> config.mk <==
export PLATFORM = sky130hd
export DESIGN_NAME = userPosition
export DESIGN_NICKNAME = userPosition
export VERILOG_FILES = /design/flow/design.v
export SDC_FILE = /design/flow/constraint.sdc
export NUM_CORES = 4
export LEC_CHECK = 1
export CORE_AREA = 10 10 88 88
export DIE_AREA = 0 0 98 98
==> constraint.sdc <==
current_design userPosition

set clk_period 3.2
set clk_io_pct 0.2

create_clock -name clk0 -period $clk_period [get_ports {CLOCK_50}]

set non_clock_inputs [all_inputs -no_clocks]
set_input_delay [expr $clk_period * $clk_io_pct] -clock clk0 $non_clock_inputs
set_output_delay [expr $clk_period * $clk_io_pct] -clock clk0 [all_outputs]
==> design.v <==
module userPosition (CLOCK_50, reset, left, right, up, down, userX, userY);
	input logic CLOCK_50, reset, left, right, up, down;
	output logic [5:0] userX;  
	output logic [4:0] userY;  
	always_ff @(posedge CLOCK_50) begin
		if (reset) begin  
			userX <= 0;
			userY <= 0;
		end else begin
			if (up) begin
			    if (userY == 0) begin  
			        userX <= userX;
			        userY <= 31;
			    end else begin
				    userX <= userX;
				    userY <= userY - 1;  
				end
			end else if (down) begin
				if (userY == 31) begin  
				    userX <= userX;
				    userY <= 0;
				end else begin
				    userX <= userX;
				    userY <= userY + 1;  
				end
			end else if (right) begin
				if (userX == 32) begin  
					userX <= 0;
					userY <= userY;
				end else begin
					userX <= userX + 1;  
					userY <= userY;
				end
			end else if (left) begin
			    if (userX == 0) begin  
			        userX <= 32;
			        userY <= userY;
			    end else begin
			    	userX <= userX - 1;  
				    userY <= userY;
				end
			end else begin
				userX <= userX;  
				userY <= userY;
			end
		end
	end
endmodule  
==> run.sh <==
#!/bin/bash
# OpenROAD 26Q1-2900-gdf79404cd8, Yosys 0.63+post, stock flow scripts
make -C /OpenROAD-flow-scripts/flow DESIGN_CONFIG=/design/flow/config.mk WORK_HOME=/design/flow/orfs finish
==> qor.csv <==
stage,metric,value,unit
power,power_density,389,nW/um2
yosys,top_area_share,25.9,%
power,p_comb_share,28.3,%
cts,cts_max_level,1,
placement,io_buffers,16,
yosys,synth_area,851,um2
cts,cts_resized,0,
floorplan,die_area,9600,um2
drt,vias_per_cell,4.07,
status,outcome,finished clean,
sta,worst_pin_slew,477,ps
setup_path,crit_required,3360,ps
setup_path,rr_endpoint,userX[1]$_SDFFE_PP0P_,
flow_run,maxCapViolCount,0,
yosys,yosysWarnings,1,
drt,remaining_drc_errors,0,
drt,firstDrtPassIters,4,
sta,finalMaxSlewViolations,0,
floorplan,die_h,98,um
final_layout,fill_cells,633,
global_routing,grt_max_degree,14,
hold_path,hp-start,userY[4]$_SDFFE_PP0N_,
yosys,ys_types,34,
setup_path,worstPathMaxFanout,13,
sta,max_freq,463,MHz
power,p_int,0.000303,W
drt,avgRoutedWirePerCell,10.4,um
sta,hold_viol,0,
sta,fin_setup_tns,0,ps
yosys,edf_count,0,
setup_path,start_kind,primary input,
cts,clock_sinks,11,
cts,clockBufferDepth,2,
floorplan,row_count,28,
floorplan,chipWidth,98,um
drt,drt_iter0_drc,63,
yosys,ys_top_cells_by_count,"nor2_1 (13), dfxtp_1 (11), nand2_1 (9), a21oi_1 (8), inv_1 (8)",
power,p_leak,0.395,nW
drt,finalWirelength,2100,um
cts,cts_tree,yes,
setup_path,rr_startpoint,userX[1]$_SDFFE_PP0P_,
floorplan,fp-utilization,14.4,%
yosys,synthCells,112,
global_routing,grt_pass1_wl,3580,um
yosys,ys_seq_share,25.9,%
yosys,synthArstFlopShare,0,%
power,ir_drop,0.000121,V
yosys,synth-area-yosys,851,um2
sta,fin_crit_sh,67.5,%
setup_path,path_buffers,1,
global_routing,grt_pass1_vias,732,
cts,hold_buffers,0,
drt,antenna_violating_nets_post_route,0,
yosys,yosys_cells,112,
placement,place_area,1070,um2
power,switchingPower,0.000130,W
setup_path,max_stage_delay,770,ps
final_layout,syn_to_final_growth,31.0,%
hold_path,hold_path_end,userY[4]$_SDFFE_PP0N_,
setup_path,reg2reg_slack,1330,ps
yosys,post-synth-top-area-cell,dfxtp_1,
yosys,ff_type,dfxtp_1,
hold_path,hold_class,reg -> reg,
setup_path,cp_top_family,buffers and inverters,
placement,gp_congestion,0.853,
sta,rsz0062_at_grt,false,
global_routing,grtUsageTotal,4.32,%
floorplan,core-area,5920,um2
setup_path,crit_slowest_cell,clkdlybuf4s50_1,
cts,root_buffer,clkbuf_8,
power,swShare,30.0,%
setup_path,crit_chain,clkdlybuf4s50_1 -> o21ai_2 -> or4_1 -> a21oi_1,
yosys,top_cell,nor2_1,
sta,finalSetupViolCount,0,
floorplan,ios,17,
setup_path,cp.arrival,2320,ps
final_layout,fin_area,1110,um2
yosys,ys_ff,11,
final_layout,drive_above_1_share,6.35,%
cts,cts_setup_buffers,0,
yosys,syn_area_per_cell,7.60,um2
global_routing,overflow,0,
cts,clk-insertion-delay-late,240,ps
hold_path,min_path_cells,2,
drt,diodes,0,
sta,slew_headroom,68.1,%
yosys,synth.area.top_cells,"dfxtp_1 (26%), ha_1 (8.8%), nor2_1 (5.7%)",
placement,dp_hpwl,1610,um
setup_path,criticalPathCategory,in -> reg,
global_routing,antenna_found_initial,0,
sta,min_period,2160,ps
drt,vias,818,
cts,clk_pin_slew,50,ps
power,seq_power_share,39.7,%
setup_path,end_kind,flop,
flow_run,openroad.warnings,28,
cts,numCtsBuffers,3,
sta,fin_skew,0.295,ps
power,clock_power_share,32.1,%
setup_path,rr_worst_depth,7,
power by group through the flow:
stage | Sequential [W] | Clock [W] | Combinational [W]
CTS | 0.000172 | 0.000145 | 0.000123
global route | 0.000175 | 0.000154 | 0.000139
finish | 0.000172 | 0.000139 | 0.000123
stage by stage:
| stage | cells | setup slack (ps) | total power (W) | utilization [%] | hold slack, ps |
|---|---|---|---|---|---|
| detailed placement | 197 | 845 | 0.000297 | 18.1 | 543 |
| floorplan | 112 | 1440 | 0.000249 | - | 485 |
| finish | 201 | 1040 | 0.000434 | 18.8 | 547 |
| CTS | 201 | 1070 | 0.000441 | 18.8 | 551 |
| global placement | 197 | 863 | 0.000299 | 18.1 | 562 |
| global route | 201 | 949 | 0.000468 | 18.8 | 614 |
flip-flops by register name, summed over array words and instances (netlist names):
signal / count
userY: 5
userX: 6
cell families after synthesis:
family	after synthesis	share of synthesized area, %
and+or+nand+nor	43	26.2
buffers and inverters	14	7.65
muxes	2	2.35
DFF	11	25.9
xor gates and xnor gates	3	3.09
adders and majority gates	6	8.82
AOI/OAI and AO/OA	33	26.0
worst max-delay path by stage:
stage / startpoint / end / slack, ps / depth (start not counted)
4_1_cts: up / userX[2]$_SDFFE_PP0P_ / 1070 / 5
5_1_grt: up / userX[2]$_SDFFE_PP0P_ / 950 / 5
6_report: right / userX[2]$_SDFFE_PP0P_ / 1040 / 4
worst register-to-register path, cell delays in order, from the launching register on:
cell and delay, ps:
dfxtp_1 380, inv_1 130, ha_1 200, or4b_4 520, o21ai_4 200, nor2_1 60
a211oi_1 170, a211oi_1 80
per-layer routing:
layer	part of all wire [%]	track usage, %	vias up
li1	-	-	432
met1	50	5.97	362
met4	0	0.224	0
met2	41	6.19	24
met5	0	0	-
met3	9.0	2.13	0
cell usage in the layout (no fill, tap or decap), types with 2 or more instances in the layout:
cell / count
a211oi_1: 3
a21oi_1: 8
a31oi_1: 5
and3_1: 2
clkbuf_8: 3
clkdlybuf4s50_1: 16
dfxtp_1: 11
ha_1: 6
inv_1: 8
mux2i_1: 2
nand2_1: 9
nand3_1: 3
nor2_1: 13
nor2b_1: 4
nor3_1: 4
o21a_1: 2
o21ai_0: 5
o21ai_2: 2
o22ai_1: 2
or4_1: 2
xor2_1: 3
layout make-up:
| cell class | instances | area (um2) | area share, % |
|---|---|---|---|
| multi-input cells | 87 | 566 | 50.7 |
| flip-flops and latches | 11 | 220 | 19.8 |
| repair buffers | 16 | 160 | 14.4 |
| well taps | 75 | 93.8 | 8.42 |
| clock buffers | 4 | 45.0 | 4.04 |
| inverters | 8 | 30.0 | 2.69 |
Power figures rest on the tool's default switching activity, not on a simulated workload.
