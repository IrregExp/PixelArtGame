[design/flow/run.sh]
#!/bin/bash
# OpenROAD 26Q1-2900-gdf79404cd8, Yosys 0.63+post, stock flow scripts
make -C /OpenROAD-flow-scripts/flow DESIGN_CONFIG=/design/flow/config.mk WORK_HOME=/design/flow/orfs finish
[design/flow/design.v]
module advancedSeg7(position, hex1, hex2); 
input logic [5:0] position;
output logic [6:0] hex1, hex2;
integer unsigned position_dec, msb, lsb;
assign position_dec = position;
assign msb = position_dec / 10;  
assign lsb = position_dec - msb * 10;  
	always_comb begin  
		case (msb)
			4'd0: hex1 = 7'b1000000;
			4'd1: hex1 = 7'b1111001;
			4'd2: hex1 = 7'b0100100;
			4'd3: hex1 = 7'b0110000;
			4'd4: hex1 = 7'b0011001;
			4'd5: hex1 = 7'b0010010;
			4'd6: hex1 = 7'b0000010;
			4'd7: hex1 = 7'b1111000;
			4'd8: hex1 = 7'b0000000;
			4'd9: hex1 = 7'b0010000;
			default: hex1 = 7'b1111111;
      endcase
	end
	always_comb begin  
		case (lsb)
			4'd0: hex2 = 7'b1000000;
			4'd1: hex2 = 7'b1111001;
			4'd2: hex2 = 7'b0100100;
			4'd3: hex2 = 7'b0110000;
			4'd4: hex2 = 7'b0011001;
			4'd5: hex2 = 7'b0010010;
			4'd6: hex2 = 7'b0000010;
			4'd7: hex2 = 7'b1111000;
			4'd8: hex2 = 7'b0000000;
			4'd9: hex2 = 7'b0010000;
			default: hex2 = 7'b1111111;
      endcase
	end
endmodule   
[design/flow/config.mk]
export PLATFORM = sky130hd
export DESIGN_NAME = advancedSeg7
export DESIGN_NICKNAME = advancedSeg7
export VERILOG_FILES = /design/flow/design.v
export SDC_FILE = /design/flow/constraint.sdc
export NUM_CORES = 4
export LEC_CHECK = 1
export CORE_AREA = 10 10 70 70
export DIE_AREA = 0 0 80 80
[design/flow/constraint.sdc]
current_design advancedSeg7

set clk_period 6.1
set clk_io_pct 0.2

create_clock -name clk0 -period $clk_period

set non_clock_inputs [all_inputs -no_clocks]
set_input_delay [expr $clk_period * $clk_io_pct] -clock clk0 $non_clock_inputs
set_output_delay [expr $clk_period * $clk_io_pct] -clock clk0 [all_outputs]
==> reports/qor.csv <==
stage;metric;value;unit
placement;dpl cells;218;
power_and_ir_drop;power per cell area;163;nW/um2
setup_path;Top delay family on crit path;adder cells;
power_and_ir_drop;sw frac;0.470;
setup_path;Critical Path Max Stage Delay;0.29;ns
power_and_ir_drop;Power Internal;0.141;mW
finish;register area;0;um2
final_timing;Final Cycle Share;1.08;
clock_tree;Hold-fix buffers, CTS;0;
run_status;outcome;complete, but fails checks;
synthesis;count leader, synth;ha_1;
floorplanning;Die X;80;um
setup_path;crit path kind;input pin to output pin;
placement;gpl congestion;0.835;
final_timing;maximum clock rate;152;MHz
finish;Clock buffer cells;0;
power_and_ir_drop;logic gate share of total power;1.000;
setup_path;critical path startpoint;position[4];
floorplanning;Pre-Place Util;0.263;
hold_path;Hold Crit Class;input pin to output pin;
synthesis;syn_area_per_cell;7.06;um2
synthesis;Synth Warn #;1;
detailed_routing;DRC viols;0;
power_and_ir_drop;Leakage;0.738;nW
finish;flop count;0;
detailed_routing;initial DRC count;21;
finish;utilization after layout;0.479;
synthesis;Cell area leaders;ha_1 (29%), nand2_1 (5.4%), inv_1 (4.6%);
placement;input/output buffers;20;
floorplanning;Core Region;3420;um2
job;# Max-Cap Violations;0;
finish;layout cell share with drive strength beyond 1;0.457;
power_and_ir_drop;Seq pwr share;0;
final_timing;Slew headroom;0.755;
final_timing;Min Hold Slack;3.32;ns
global_route;global route overflow;0;
synthesis;Chip Area, Yosys;897;um2
setup_path;crit path max fanout;5;
final_timing;Worst-Margin Slew;0.367;ns
final_timing;Final Critical Period;6.59;ns
setup_path;slowest stage cell, crit path;ha_4;
global_route;initial antenna violation count;0;
synthesis;top cells by count;ha_1 (21), nand2_1 (13), inv_1 (11), nor2_1 (10), o21ai_0 (8);
detailed_routing;total number of vias;1100;
synthesis;Synth area leader;ha_1;
synthesis;area share, top type;0.293;
detailed_routing;via/cell ratio;4.74;
final_timing;max-slew violations;0;
placement;DP Worst Slack;-1.29;ns
floorplanning;die area;6400;um2
detailed_routing;WL final;2630;um
setup_path;Arr. time, crit path;5.37;ns
final_timing;PnR worst setup slack;-0.489;ns
power_and_ir_drop;NetSw;0.125;mW
placement;DP HPWL;2070;um
synthesis;Post-Synthesis Cells;127;
power_and_ir_drop;VDD IR-drop max;0.0789;mV
floorplanning;Rows;21;
detailed_routing;drt first pass iters;4;
detailed_routing;ANT nets after route;0;
run_status;failing checks;negative setup slack;
setup_path;CP Data Required Time;4.88;ns
setup_path;critical path startpoint category;input pin;
floorplanning;Chip Height;80;um
setup_path;endpoint class of the critical path;output pin;
synthesis;Seq share, synth;0;
global_route;gr usage total;0.0833;
power_and_ir_drop;clock network power share;0;
synthesis;Synth Cell Area;897;um2
synthesis;yosys cell count;127;
floorplanning;IO Count;20;
hold_path;HP Start;position[3];
setup_path;CP Buf/Inv Count;6;
synthesis;Netlist cell types;41;
finish;final cell count without fillers;232;
global_route;vias in the first global route;1069;
final_timing;Final setup viols;7;
final_timing;RSZ-0062 raised after global routing;true;
setup_path;most frequent CP cell;ha_4;
finish;Synth-to-Final Area Change;82.3;%
detailed_routing;drt wl/cell;11.3;um
job;Tool Warnings;42;
global_route;pin count of the biggest net entering global routing;12;
global_route;first-pass GRT wire length;4640;um
detailed_routing;n_diodes;0;
final_timing;final hold violation count;0;
==> layout make-up <==
cell class / count / area [um2]
multi-input combinational: 111 / 1010
timing repair buffer: 63 / 515
inverter: 12 / 52.6
tap: 46 / 57.6
fill: 322 / 1780
==> final timing paths <==
path | end | slack (ns) | cells after the start
max | hex2[6] | -0.49 | 29
min | hex2[1] | 3.32 | 8
==> power by group through the flow <==
stage     clock network [mW]  registers (mW)  logic (mW)
5_1_grt                    0               0       0.297
6_report                   0               0       0.266
4_1_cts                    0               0       0.253
==> placed cells by master (no fill, tap or decap), types with 3 or more instances in the layout <==
cell,netlist,layout
a21o_1,4,4
a21oi_1,5,3
buf_2,1,7
buf_4,1,38
buf_6,1,5
clkdlybuf4s50_1,0,10
ha_1,21,13
ha_4,0,8
inv_1,11,7
inv_4,0,3
nand2_1,13,13
nand3_2,1,7
nor2_1,10,9
nor2b_1,5,4
o211ai_1,4,4
o21a_1,4,4
o21ai_0,8,8
==> cells by family after synthesis <==
group,count (synthesis),share of synthesized area
compound gates,36,0.269
mux,1,0.0112
xor+xnor,2,0.0195
simple gates,50,0.304
buf+inv,16,0.0809
fa+ha+maj,22,0.315
==> layer usage <==
layer / routed length (um) / global-route usage / vias to the layer above
li1: - / - / 573
met1: 1330 / 0.121 / 509
met2: 1190 / 0.136 / 16
met3: 83 / 0.00568 / 2
met4: 21 / 0.00704 / 0
met5: 0 / 0 / -
==> what timing repair did <==
action,in CTS,in global routing
buffers inserted,12,2
setup endpoints to repair,9,7
pin swaps,26,15
gates resized,50,8
==> per-stage QoR <==
step	cell area, um2	TNS [ns]	total power, mW
5_1_grt	1640	-5.18	0.297
2_1_floorplan	1020	-2.08	0.136
3_3_place_gp	1460	-8.35	0.220
4_1_cts	1580	-3.28	0.253
3_5_place_dp	1460	-9.01	0.224
6_report	1640	-3.27	0.266
No activity file was given, so power comes from the tool's default toggle rates.
